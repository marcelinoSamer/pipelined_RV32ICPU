File: flow/design.v
`timescale 1ns / 1ps
module BCD(
input [12:0] num,
output reg [3:0] Thousands,
output reg [3:0] Hundreds,
output reg [3:0] Tens,
output reg [3:0] Ones
    );
integer i;
    always @(num)
    begin
        Thousands = 4'd0;
        Hundreds = 4'd0;
        Tens = 4'd0;
        Ones = 4'd0;
        for (i = 12; i >= 0 ; i = i-1)
        begin
            if(Thousands >= 5)
                Thousands = Thousands +3;
            if(Hundreds >= 5 )
                Hundreds = Hundreds + 3;
            if (Tens >= 5 )
                Tens = Tens + 3;
            if (Ones >= 5)
                Ones = Ones +3;
        Thousands = Thousands << 1;
        Thousands [0] = Hundreds[3];
        Hundreds = Hundreds << 1;
        Hundreds [0] = Tens [3];
        Tens = Tens << 1;
        Tens [0] = Ones[3];
        Ones = Ones << 1;
        Ones[0] = num[i];
    end
end
endmodule
File: flow/constraint.sdc
current_design BCD

set clk_period 19.1
set clk_io_pct 0.2

create_clock -name clk0 -period $clk_period

set non_clock_inputs [all_inputs -no_clocks]
set_input_delay [expr $clk_period * $clk_io_pct] -clock clk0 $non_clock_inputs
set_output_delay [expr $clk_period * $clk_io_pct] -clock clk0 [all_outputs]
File: flow/run.sh
#!/bin/bash
# OpenROAD 26Q1-2900-gdf79404cd8, Yosys 0.63+post, stock flow scripts
make -C /OpenROAD-flow-scripts/flow DESIGN_CONFIG=/design/flow/config.mk WORK_HOME=/design/flow/orfs finish
File: flow/config.mk
export PLATFORM = sky130hd
export DESIGN_NAME = BCD
export DESIGN_NICKNAME = BCD
export VERILOG_FILES = /design/flow/design.v
export SDC_FILE = /design/flow/constraint.sdc
export NUM_CORES = 4
export LEC_CHECK = 1
export CORE_AREA = 10 10 93 93
export DIE_AREA = 0 0 103 103
==> Slide: Implementation Results <==
Implementation Results

Floorplanning
  • I/O pins: 29
  • Init Core Util: around 45%
  • Chip width: around 100 um
  • Chip Height: 103 um
  • Row count: 30
  • Die ar.: 0.01061 mm2
  • Core region area: 0.006756 mm2

Synth
  • Yosys stat area: 0.003009 mm2
  • Syn avg cell area: 7.165 um2
  • Unique cell types: 86
  • # Cells Yosys: 420
  • Synth top cells by count: nor2_1, a21oi_1, nand2_1
  • Cell count after synthesis: 420
  • Max-area cell share: 8.316%
  • Ys Warns: 1
  • Top cells by area: ha_1, a21oi_1, o21ai_0, nor2_1, nand2_1
  • Leading area contributor after synthesis: ha_1
  • Count leader, synth: nor2_1
  • Post-synthesis cell area: about 0.003 mm2
  • Synth Seq Share: 0%

STA
  • Final min period: 17220 ps
  • Tcrit/Tclk final: 90.15%
  • Max Slew Vio Count: 0
  • Actual slew at the worst max-slew pin: 711.7 ps
  • Final setup fails: 0
  • WHS: 7640 ps
  • Setup_tns: 0 ps
  • Max-slew headroom: 52.40%
  • RSZ-0062 raised after global routing: no
  • Fmax: 58.08 MHz
  • Final hold viol count: 0

Global routing
  • First-pass GRT wire length: 11850 um
  • Vias in the first global route: 2615
  • Total gr overflow: 0
  • GRT Resource Usage Total: between 10% and 20%
  • Antenna violations before repair: 0
  • Largest net degree at the start of global routing: 27

Drt
  • Routed length per instance: 13.15 um
  • Detailed Route Iter0 Violations: between 150 and 200
  • DRC: 0
  • Post-route ant nets: 0
  • DRT Wirelength: ~6700 um
  • Vias per inst: 6.106
  • DRT Pass-1 Iters: 4
  • Via count: 3108
  • Ant. Diodes: 0

Worst setup path
  • Startpoint types: input port
  • Worst path top cell family by delay: AND-OR/OR-AND gates
  • Worst Path Buf+Inv: 8
  • CP required: ~15000 ps
  • CP max FO: 8
  • CP Capture Type: output port
  • CP max stage cell: clkdlybuf4s50_1
  • Worst Path Arrival: 13400 ps
  • CP dominant cell by count: ha_1
  • Critical path's largest stage delay: 500 ps
  • WS Path Type: in2out

CTS
  • Post-CTS sizing: 0
  • Post-CTS setup buffer count: 0
  • Post-CTS Hold Fix Bufs: 0

Placement
  • Placed Cells: 509
  • Post-detail-place hpwl: approximately 5200 um
  • GP Congestion: 0.8520
  • Placed cell area: 0.003301 mm2
  • IO Port Bufs: 27

Run
  • Max-cap violations: 0
  • Tool Warnings: 36

Hold path
  • Tightest Hold Check Type: in2out

Final layout
  • Area delta synth->final: 9.688%
  • Flop area: 0 um2
  • Flop count: 0
  • Fin area: about 0.0033 mm2
  • Finished Layout Cells: 509
  • Final core occ: approximately half
  • Layout clock buffers: 0
  • Share of layout cells above drive strength 1: about an eighth

Status
  • Status: finished clean
per-stage QoR:
step                setup WS, ps
floorplan                   3818
global placement            2159
detailed placement          1945
CTS                         1877
global route               951.7
finish                      1881
cells in the final DEF (no fill, tap or decap), types with 8 or more instances in the layout:
cell type	n
a31oi_1	10
nor2_1	35
nor3_1	12
nand3_1	10
o21a_1	8
inv_1	20
ha_1	20
nand2_1	29
clkdlybuf4s50_1	27
o21ai_0	27
a21oi_1	32
nand2b_1	9
layout make-up:
class,instances,area (um2)
repair buffers,30,292.8
well taps,80,100.1
multi-input cells,376,2821
inverters,23,86.33
fillers,672,3456
per-layer routing:
metal	part of all wire, %	track usage [%]
met5	0	0
met4	0.19	0.2139
met2	45	20.43
met3	3.5	0.8125
met1	51	19.07
path summary, 6_finish.rpt:
check	from	endpoint	slack (ps)	depth (start not counted)
min	num[0]	Ones[0]	7640	0
max	num[11]	Thousands[2]	1880	44
logic make-up after synthesis:
logic type	after synthesis	share of synthesized area, %
AOI/OAI and AO/OA	178	46.11
xor gates and xnor gates	17	7.318
adders and majority gates	20	8.316
buffers and inverters	44	6.237
muxes	17	6.944
and+or+nand+nor	144	25.07
