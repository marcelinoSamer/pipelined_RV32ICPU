<file path="design/flow/run.sh">
#!/bin/bash
# OpenROAD 26Q1-2900-gdf79404cd8, Yosys 0.63+post, stock flow scripts
make -C /OpenROAD-flow-scripts/flow DESIGN_CONFIG=/design/flow/config.mk WORK_HOME=/design/flow/orfs finish
</file>
<file path="design/flow/config.mk">
export PLATFORM = sky130hd
export DESIGN_NAME = DataMem
export DESIGN_NICKNAME = DataMem
export VERILOG_FILES = /design/flow/design.v
export SDC_FILE = /design/flow/constraint.sdc
export NUM_CORES = 4
export LEC_CHECK = 1
export CORE_UTILIZATION = 50
</file>
<file path="design/flow/constraint.sdc">
current_design DataMem

set clk_period 39.9
set clk_io_pct 0.2

create_clock -name clk0 -period $clk_period [get_ports {clk}]

set non_clock_inputs [all_inputs -no_clocks]
set_input_delay [expr $clk_period * $clk_io_pct] -clock clk0 $non_clock_inputs
set_output_delay [expr $clk_period * $clk_io_pct] -clock clk0 [all_outputs]
</file>
<file path="design/flow/design.v">
`timescale 1ns / 1ps
module DataMem (input clk, input [1:0] MemRead, input [1:0] MemWrite,
input [5:0] addr, input [31:0] data_in, output reg [31:0] data_out);
reg [31:0] mem [0:63];
initial begin
    mem[0] = 32'd17;
    mem[1] = 32'd9;
    mem[2] = 32'd25;
    mem[55] = 32'd56;
end
always @ (posedge clk)begin
if(MemWrite == 1'b1) mem [addr] <= data_in;
end
always @(*) begin
if(MemRead == 1'b1) data_out = mem[addr];
else data_out = 32'b0;
end
endmodule
</file>
==> reports/results.tsv <==
metric	value	unit
crit path time final	20.78	ns
drt first pass iters	24	
Syn Area/Cell	18.5	um2
CTS tree	built	
dominant register cell	edfxtp_1	
Core Util, Final	57.0	%
Slew Viols, Final	0	
Slew Limit Headroom	25.1	%
DP HPWL	127	mm
yosys stat area	77700	um2
total power	0.00445	W
CP delay by family, top	buffers and inverters	
Fin Setup TNS	0	ns
MaxCap Viol Count	0	
cycle use final	52.1	%
CTS Buffer Depth	3	
via/cell ratio	6.55	
antenna viol nets, final	0	
IR drop worst, VDD	0.0421	mV
cts-stage hold buffer count	0	
Worst Path Required	31.92	ns
yosys simple share	2.11	%
slew at the pin closest to its max-slew limit	1.11	ns
DP Area	81500	um2
TritonCTS buffer count	204	
CP Buf/Inv Count	6	
FFs w/ async S/R, synth	0	%
Init Core Util	50.4	%
Max-area cell share	79.1	%
CP startpoint kind	input port	
RSZ-0062 raised after global routing	no	
Area Overhead vs Synth	13.0	%
area leader, netlist	edfxtp_1	
Leak	27.1	nW
Crit Path Max Fanout	43	
Yosys cell types	58	
GPL Wtd Cong	0.912	
die area	157000	um2
Largest stage delay, worst path	0.64	ns
chip width	396	um
biggest regs	mem x2048	
status	finished, final reports clean	
initial antenna violation count	1	
CTS root buf	clkbuf_16	
AO/OA Area Share	11.0	%
Total GRT Usage	32.7	%
die height	396	um
GRT Max-Usage Layer	met2	
setup bufs post-CTS	0	
ys cells	4205	
routed via count	43046	
vias in the first global route	45246	
Total Wirelength	226	mm
Syn Inst Count	4205	
CP Class	input port to primary output	
met2 Usage GRT	46.4	%
Top cell by count, worst path	buf_4	
number of flip-flops in the largest register	2048	
met1 usage	42.1	%
most instantiated logic cell after routing	edfxtp_1	
H-tree depth	4	
final setup fails	0	
Hold Fails Final Rpt	0	
Post-Syn Area	77700	um2
Fillers	11364	
CORE AREA	154000	um2
Mux area share	5.77	%
Max Clk Rate	48.1	MHz
Synth area leaders	edfxtp_1, a221oi_1, mux4_2	
Pwr Density	50.6	nW/um2
CTS Sinks	2048	
layout cell share with drive strength beyond 1	16.8	%
Critical Path, Cell by Cell	buf_8 -> buf_4 -> buf_4 -> nor2_4 -> buf_4 -> buf_4 -> a221oi_1 -> nor2_1 -> o21ai_0 -> o2111ai_1 -> o31a_1 -> clkdlybuf4s50_1	
Iter 0 DRT Violations	2979	
ys flops	2048	
number of synthesized flops with an enable pin	2048	
final instance area	87900	um2
# IOs	75	
drt wl/cell	34.4	um
tool warnings	26	
first-pass GRT wire length	323	mm
post-cts sizing count	0	
hold crit path type	input port to register	
slowest CP cell	buf_4	
met3 usage	22.9	%
Main logic family	AND-OR/OR-AND gates	
xor/xnor share of the synthesized area	0	%
most numerous logic cells after layout	edfxtp_1, a221oi_1, clkbuf_16	
Synthesis Warnings	1	
crit path DAT	12.80	ns
DRC	0	
Adder Share, Synth	0	%
Site Rows	144	
I/O Buffers	74	
largest register by flop count	mem	
largest net degree at the start of global routing	100	
register share after synthesis	79.1	%
Clock transition at path regs	0.06	ns
crit end category	primary output	
GRT overflow	0	
hold slack	7.39	ns
[report_power, final]
| group | switching, W | internal [W] |
|---|---|---|
| Clock | 0.000783 | 0.00105 |
| Sequential | 0.00000175 | 0.00238 |
| Combinational | 0.000169 | 0.0000668 |
| Total | 0.000955 | 0.00349 |
[cell type report]
type / instances / area [um2] / share of cell area, %
sequential: 2048 / 61500 / 70.0
multi-input combinational: 1827 / 15300 / 17.4
clock buffer: 254 / 5380 / 6.12
tap: 2044 / 2560 / 2.91
timing repair buffer: 272 / 2160 / 2.45
clock inverter: 117 / 978 / 1.11
inverter: 3 / 23.8 / 0.0271
antenna: 3 / 7.51 / 0.00854
[cell usage after synthesis (7+ instances only)]
master	count
a22oi_1	192
o21ai_0	103
a221o_1	15
clkbuf_1	138
a41oi_1	13
nor3_1	33
nor2b_1	7
edfxtp_1	2048
a22o_1	20
buf_2	121
buf_4	20
buf_6	9
nand2_1	57
a211oi_1	36
nor2_1	247
mux4_2	104
o31a_1	15
a221oi_1	422
o22ai_1	130
a21oi_1	93
mux2i_1	145
a311oi_1	15
o31ai_1	13
mux2_2	59
o22a_1	27
o221ai_1	7
buf_1	39
o2111ai_1	13
[cell families after synthesis]
family                 count (synthesis)
buffers and inverters                330
AND-OR/OR-AND                       1132
AND/OR/NAND/NOR                      386
multiplexers                         309
flip-flops                          2048
[path summary, 6_finish.rpt]
check	start	to	slack, ns	depth (start not counted)
max	addr[1]	data_out[7]	19.12	12
min	data_in[4]	mem[50][4]	7.39	1
[through the flow]
stage | setup slack (ns) | instances
2_1_floorplan | 22.31 | 4205
3_3_place_gp | 19.13 | 6194
3_5_place_dp | 19.14 | 6194
4_1_cts | 19.11 | 6565
5_1_grt | 18.79 | 6565
6_report | 19.12 | 6568
[routing by layer]
layer | up-vias | routed length (um) | part of all wire, %
met2 | 2845 | 106000 | 47
met5 | - | 128 | 0.057
li1 | 18116 | - | -
met4 | 8 | 10700 | 4.7
met3 | 503 | 36400 | 16
met1 | 21574 | 72600 | 32
Power figures rest on the tool's default switching activity, not on a simulated workload.
