`design/flow/design.v`:
```
module UnifiedMem #(parameter Size = 4096,
    parameter Address_width = 6,
    parameter INSTR_END = 2048  , 
    parameter DATA_SIZE = Size - INSTR_END) 
 (input wire clk,
 input wire [Address_width-1:0] address , 
 input wire [1:0] MemRead ,
 input wire [1:0] MemWrite ,
 input wire [31:0] writedata ,
 output reg [95:0] read_data ,
 input wire mem_unsigned , 
 input wire is_instruction_fetch) ; 
    reg [7:0] b;
    reg [31:0] b_ext;
    reg [15:0] h;
    reg [31:0] h_ext;
   reg [31:0] w;
    reg [7:0] memory [0:Size-1];
    wire instr_region = (address < INSTR_END);
    function [Address_width-1:0] wrap_data_addr;
        input [Address_width-1:0] addr;
        begin
            wrap_data_addr = (addr - INSTR_END) % DATA_SIZE;
        end
    endfunction
    wire [Address_width-1:0] addr0 = instr_region ? address : (wrap_data_addr(address) + INSTR_END);
    wire [Address_width-1:0] addr1 = instr_region ? address + 1 : (wrap_data_addr(address + 1) + INSTR_END);
    wire [Address_width-1:0] addr2 = instr_region ? address + 2 : (wrap_data_addr(address + 2) + INSTR_END);
    wire [Address_width-1:0] addr3 = instr_region ? address + 3 : (wrap_data_addr(address + 3) + INSTR_END);
    wire [Address_width-1:0] addr4  = instr_region ? (address + 4) : (wrap_data_addr(address + 4) + INSTR_END);
    wire [Address_width-1:0] addr5  = instr_region ? (address + 5) : (wrap_data_addr(address + 5) + INSTR_END);
    wire [Address_width-1:0] addr6  = instr_region ? (address + 6) : (wrap_data_addr(address + 6) + INSTR_END);
    wire [Address_width-1:0] addr7  = instr_region ? (address + 7) : (wrap_data_addr(address + 7) + INSTR_END);
    wire [Address_width-1:0] addr8  = instr_region ? (address + 8) : (wrap_data_addr(address + 8) + INSTR_END);
    wire [Address_width-1:0] addr9  = instr_region ? (address + 9) : (wrap_data_addr(address + 9) + INSTR_END);
    wire [Address_width-1:0] addr10 = instr_region ? (address + 10) : (wrap_data_addr(address + 10) + INSTR_END);
    wire [Address_width-1:0] addr11 = instr_region ? (address + 11) : (wrap_data_addr(address + 11) + INSTR_END);
always @(posedge clk) begin
    memory[0]  <= 8'b10010011;
    memory[1]  <= 8'b00000000;
    memory[2]  <= 8'b10100000;
    memory[3]  <= 8'b00000000;
    memory[4]  <= 8'b00010011;
    memory[5]  <= 8'b00000001;
    memory[6]  <= 8'b01000000;
    memory[7]  <= 8'b00000001;
    memory[8]  <= 8'b10110011;
    memory[9]  <= 8'b10000001;
    memory[10] <= 8'b00100000;
    memory[11] <= 8'b00000000;
    memory[12] <= 8'b00110011;
    memory[13] <= 8'b10000010;
    memory[14] <= 8'b00010001;
    memory[15] <= 8'b00000000;
    memory[16] <= 8'b10110011;
    memory[17] <= 8'b00000010;
    memory[18] <= 8'b00010000;
    memory[19] <= 8'b00000000;
    memory[20] <= 8'b01110011;
    memory[21] <= 8'b00000000;
    memory[22] <= 8'b00000000;
    memory[23] <= 8'b00000000;
end
 always @(*) begin
    if (!instr_region) begin
        case (MemWrite)
            2'b01: begin   
                memory[addr0] <= writedata[7:0];
            end
            2'b10: begin   
                memory[addr0]   <= writedata[7:0];
                memory[addr1+1] <= writedata[15:8];
            end
            2'b11: begin   
                memory[addr0]   <= writedata[7:0];
                memory[addr1] <= writedata[15:8];
                memory[addr2] <= writedata[23:16];
                memory[addr3] <= writedata[31:24];
            end
            endcase
  end       
      case (MemRead)
            2'b01: begin   
                b = memory[addr0];
                b_ext = mem_unsigned ? {24'b0, b} : {{24{b[7]}}, b};
                read_data <= {32'b0, b_ext};
            end
            2'b10: begin   
                h = {memory[addr1], memory[addr0]};
                h_ext = mem_unsigned ? {16'b0, h} : {{16{h[15]}}, h};
                read_data <= {32'b0, h_ext};
               end
           2'b11: begin   
                if (is_instruction_fetch) begin
                    read_data <= {
                        memory[addr11], memory[addr10], memory[addr9],  memory[addr8], 
                        memory[addr7],  memory[addr6],  memory[addr5],  memory[addr4],                          			
                        memory[addr3],  memory[addr2],  memory[addr1],  memory[addr0]};
                end
                else begin
                    read_data <= {64'b0, memory[addr3], memory[addr2], memory[addr1], memory[addr0]};
                end
            end
            default: begin
                read_data <= 96'b0;
            end
        endcase
    end
endmodule
```
`design/flow/config.mk`:
```
export PLATFORM = sky130hd
export DESIGN_NAME = UnifiedMem
export DESIGN_NICKNAME = UnifiedMem
export VERILOG_FILES = /design/flow/design.v
export SDC_FILE = /design/flow/constraint.sdc
export NUM_CORES = 4
export LEC_CHECK = 1
export CORE_AREA = 10 10 113 113
export DIE_AREA = 0 0 123 123
```
`design/flow/constraint.sdc`:
```
current_design UnifiedMem

set clk_period 10.9
set clk_io_pct 0.2

create_clock -name clk0 -period $clk_period [get_ports {clk}]

set non_clock_inputs [all_inputs -no_clocks]
set_input_delay [expr $clk_period * $clk_io_pct] -clock clk0 $non_clock_inputs
set_output_delay [expr $clk_period * $clk_io_pct] -clock clk0 [all_outputs]
```
`design/flow/run.sh`:
```
#!/bin/bash
# OpenROAD 26Q1-2900-gdf79404cd8, Yosys 0.63+post, stock flow scripts
make -C /OpenROAD-flow-scripts/flow DESIGN_CONFIG=/design/flow/config.mk WORK_HOME=/design/flow/orfs finish
```
==> flow_summary.ini <==
; yosys + openroad results
[outcome]
status = finished, final reports clean

[logic_synthesis]
synth-warning-count = 386
top_logic_kind = AND-OR/OR-AND gates
mux_share_pct = 0.7019
postSynthCellCount = 727
ys_cells = 727
synth_area_leader_cell = a21oi_1
ys_sh_aoi_pct = 40.60
netlist_area_mm2 = 0.004457
ys_top_cells_by_area = a21oi_1 7.3%, o21ai_0 6.2%, nor2_1 5.6%
ys_sh_adder_pct = 2.471
top_cell_area_share_pct = 7.299
ys_types = 84
avgSynthCellArea_um2 = 6.130
ys_seq_share_pct = 0
yosys.area_share.simple_pct = 32.09
synthXorXnorAreaFrac_pct = 9.910
ys_area_mm2 = 0.004457

[route]
drt-initial-drc-count = 868
drc = 0
num_antenna_cells = 0
wire_per_inst_um = 23.39
dr.pass1.iters = 5
vias = 5795
drt_wl_total_mm = 20.61
ant_nets = 0
viasPerCell = 6.578

[critical_path]
worst-path-max-fanout = 43
cp.arrival_ns = 6.00
worstPathRequired_ns = 8.72
cp-start-kind = input port
critPathKind = in -> out
end_kind = primary output

[power]
p_leak_uw = 0.001657
p_clk_share_pct = 0
p_sw_uw = 146.1
peakVddDrop_uv = 61.40
power_frac_seq_pct = 0
power.share.switching_pct = 64.14
p_int_uw = 81.70
combPwrFrac_pct = 100.0
p_per_area_mw_per_mm2 = 44.90

[finish]
drive_gt1_share_pct = 6.174
mi_logic_area_mm2 = 0.003890
design_area_mm2 = 0.005074
final_cells = 881
clock_buffers = 0
syn_to_final_growth_pct = 13.84
lay_top_count = clkdlybuf4s50_1
layout_top_cells = 83 x clkdlybuf4s50_1, 67 x nor2_1, 65 x a21oi_1
fillCellCount = 1089
seq_cells = 0
regArea_um2 = 0

[clock_tree]
cts_resized = 0
cts_setup_buffers = 0
postCtsHoldBufs = 0

[placed_design]
numPortBuffers = 88
detailedPlace.worstSlack_ns = 2.838
gp_congestion = 0.9745
placed_area_mm2 = 0.005074
dpl.cell_count = 881
dp_hpwl_mm = 14.75

[timing]
hold_viol = 0
min_period_ns = 8.176
setup_ws_ns = 2.724
setup_violations = 0
fin_crit_sh_pct = 75.01
worst_slew_pin_slew_ns = 0.8921
drv_slew = 0
max_freq_ghz = 0.1223
setup_tns_ns = 0
whs_ns = 5.291
grt_setup_unrepaired = no
slew_headroom_pct = 40.53

[global_routing]
grt_pass1_vias = 5295
globalRoute.totalOverflow = 0
grt_max_degree = 73
grt_pass1_wl_mm = 31.22
track_usage_pct = 25.90
antenna_found_initial = 0

[job]
maxCapViolCount = 0
tool_warnings = 68

[floorplanning]
chipArea_mm2 = 0.01513
num_rows = 37
core-area_mm2 = 0.01032
top_level_ports = 141
fp_util_pct = 43.17
die_h_um = 123
die_x_um = 123

[hold_path]
holdCritPathClass = in -> out
-- final cells by class --
class / count / area share [%]
multi-input cells: 630 / 76.67
repair buffers: 103 / 19.09
well taps: 136 / 3.354
inverters: 12 / 0.8878
-- layer usage --
metal	vias up	GRT usage, %	part of all wire (%)
met2	395	39.73	44
met5	-	0	0
met1	2633	35.38	41
li1	2699	-	-
met4	0	9.389	3.6
met3	68	5.134	11
-- final timing paths --
check	startpoint	to	slack (ns)	depth (start not counted)
max	address[2]	read_data[47]	2.72	10
min	address[4]	read_data[46]	5.29	3
-- power groups by stage --
stage / sequential [uW] / combinational, uW / clock (uW)
final: 0 / 228 / 0
after global routing: 0 / 247 / 0
after CTS: 0 / 223 / 0
-- synthesized netlist by cell type, types with 5 or more instances --
master	count
nor3_1	27
and2_1	6
nand2_1	64
nand2b_1	17
clkbuf_1	22
inv_1	12
o31ai_1	9
and3_1	8
nor4_1	10
o22ai_1	17
o21ai_0	55
nor2b_1	23
buf_1	5
a31oi_1	22
a2111oi_0	7
buf_2	38
a22oi_1	7
xor2_1	21
nor2_1	67
or3_1	8
a21oi_1	65
xnor2_1	22
buf_6	5
buf_4	31
a21o_1	5
a211oi_1	6
a32oi_1	10
ha_1	8
o211ai_1	8
nand4_1	7
nand3_1	21
-- metrics by stage --
step	util, %	power, uW
floorplan	-	163.1
global placement	49.15	221.2
detailed placement	49.15	221.7
CTS	49.15	222.6
global route	49.15	247.2
finish	49.15	227.8
-- critical path: stages --
cell and delay, ns:
buf_2 0.59, inv_1 0.62, ha_1 0.55, a21oi_2 0.26, nor2_1 0.07, xnor2_1 0.48
nand4b_1 0.26, a211o_1 0.32, a31oi_1 0.15, clkdlybuf4s50_1 0.50
-- cells by family (layout without fill, tap and decap cells) --
| kind of cell | count (synthesis) | count (layout) |
|---|---|---|
| AOI/OAI and AO/OA | 269 | 269 |
| other | 1 | 18 |
| and+or+nand+nor | 284 | 284 |
| muxes | 3 | 3 |
| adders and majority gates | 9 | 9 |
| xor gates and xnor gates | 47 | 47 |
| buffers and inverters | 114 | 115 |
Power and IR drop assume default switching activity.
